==> ./design.v <==
module sram_dualport_latency_5 #(
    parameter WIDTH  = 8,
    parameter DEPTH  = 8,
    parameter ADDR_W = $clog2(DEPTH)
) (
    input  logic              clk_i,
    input  logic              rst_i,
    input  logic              wen_i,
    input  logic              ren_i,
    input  logic [ADDR_W-1:0] waddr_i,
    input  logic [ADDR_W-1:0] raddr_i,
    input  logic [ WIDTH-1:0] data_i,
    output logic [ WIDTH-1:0] data_o,
    output logic              vld_o
);
    localparam LATENCY = 5;
    logic [  WIDTH-1:0] shift_reg [LATENCY-1];
    logic [LATENCY-1:0] shift_vld;
    logic [  WIDTH-1:0] sram      [DEPTH];
    logic [  WIDTH-1:0] sram_out;
    always_ff @(posedge clk_i) begin
        if (wen_i) begin
            sram[waddr_i] <= data_i;
        end
    end
    always_ff @(posedge clk_i) begin
        if (ren_i) begin
            sram_out <= sram[raddr_i];
        end
    end
    always_ff @(posedge clk_i) begin
        if (rst_i) begin
            shift_vld <= LATENCY'(0);
        end else begin
            shift_vld <= { shift_vld[LATENCY-2:0], ren_i};
        end
    end
    always_ff @(posedge clk_i) begin
        if (shift_vld[0])
            shift_reg[0] <= sram_out;
        for (int i = 1; i < LATENCY - 1; i++) begin
            if (shift_vld[i]) begin
                shift_reg[i] <= shift_reg[i-1];
            end
        end
    end
    assign vld_o  = shift_vld[LATENCY-1];
    assign data_o = shift_reg[LATENCY-2];
endmodule
==> ./run.sh <==
#!/bin/bash
# OpenROAD 26Q1-2900-gdf79404cd8, Yosys 0.63+post, stock flow scripts
make -C /OpenROAD-flow-scripts/flow DESIGN_CONFIG=/design/flow/config.mk WORK_HOME=/design/flow/orfs finish
==> ./config.mk <==
export PLATFORM = sky130hd
export DESIGN_NAME = sram_dualport_latency_5
export DESIGN_NICKNAME = sram_dualport_latency_5
export VERILOG_FILES = /design/flow/design.v
export SDC_FILE = /design/flow/constraint.sdc
export NUM_CORES = 4
export LEC_CHECK = 1
export CORE_UTILIZATION = 30
==> ./constraint.sdc <==
current_design sram_dualport_latency_5

set clk_period 2.2
set clk_io_pct 0.2

create_clock -name clk0 -period $clk_period [get_ports {clk_i}]

set non_clock_inputs [all_inputs -no_clocks]
set_input_delay [expr $clk_period * $clk_io_pct] -clock clk0 $non_clock_inputs
set_output_delay [expr $clk_period * $clk_io_pct] -clock clk0 [all_outputs]
==> job_summary.md <==
### Yosys + OpenROAD results

| Metric | Value |
|---|---|
| Inst Count DP | ~360 |
| CP required | 2.28 ns |
| Net Sw Frac | 19.1% |
| Initial antenna violation count | 0 |
| Synth flops | 109 |
| Num ports | 27 |
| Number of remaining DRC errors | 0 |
| Yosys warns | 2 |
| Tool warnings | 25 |
| Register Area | about 3200 µm² |
| Fill cell count | 1,135 |
| Syn_area_per_cell | approximately 25 µm² |
| Detailed placement HPWL | 3270 µm |
| Most numerous logic cells after layout | 104 x edfxtp_1, 26 x clkdlybuf4s50_1, 15 x mux4_1 |
| Comb pwr share | 4.0% |
| Fin cells | ~380 |
| Flop pwr share | between 50% and 60% |
| Core Density at Floorplan | between 30% and 40% |
| Hold-fix buffers at CTS | 0 |
| Logic cell area | 597 µm² |
| DIE HEIGHT | 115 µm |
| Antenna cells | 0 |
| Post-synthesis sequential area ratio | 83.4% |
| Synthesized area | 3860 µm² |
| RSZ-0062 raised after global routing | false |
| Horiz. Die Dim | approximately 120 µm |
| Clock buffer depth | 2 |
| Pwr dens | 876 nW/µm² |
| Top cells, area | edfxtp_1 81%, mux4_1 10%, dfxtp_1 2.6% |
| Critical path's largest stage delay | ~0.57 ns |
| H-tree depth | 3 |
| Net Switching | 790 µW |
| Crit path DAT | between 1.5 and 2 ns |
| Clock share of power | roughly 39% |
| Final Hold Vio Count | 0 |
| Finished Cell Area | 4710 µm² |
| # port buffers | 26 |
| Actual slew at the worst max-slew pin | 0.461 ns |
| Total power | 4.13 mW |
| Fin crit share | approximately 87% |
| Distinct cell type count after synthesis | 15 |
| # clock sinks | 109 |
| Finish-stage setup viols | 0 |
| Crit path cell chain | clkdlybuf4s50_1 -> buf_12 -> mux4_1 -> mux2_2 |
| Top delay family on crit path | multiplexers |
| Number of flip-flops under the largest register name | 64 |
| First-pass detailed-route iteration total | 4 |
| Row count | slightly above 40 |
| Post-CTS setup buffers | 0 |
| DRT iter0 DRCs | roughly 53 |
| Final WL | 5280 µm |
| P_leak | 1.54 nW |
| CTS tree | built |
| Peak Freq | roughly 0.52 GHz |
| Crit start category | primary input |
| VDD IR max | just under 400 µV |
| GR Overflow Total | 0 |
| Slew Viols, Final | 0 |
| Cell count after synthesis | 156 |
| GPL Wtd Cong | 0.727 |
| Critical path class | in2reg |
| Max-area cell share | 80.8% |
| Max-Cap Viols | 0 |
| Worst min-delay path class | reg2reg |
| Slowest cell on crit path | mux4_1 |
| Post-DP Area | 4400 µm² |
| Layout cells sized above 1 | 17.2% |
| Area growth, synth to finish | 21.9% |
| Core area | 12,600 µm² |
| Number of global-route vias before repair | 1,582 |
| First-pass GRT wire length | 8340 µm |
| Yosys cell count | 156 |
| Crit path capture type | flip-flop |
| Relative slew slack | 69.2% |
| YS chip area | 3860 µm² |
| DR WL/cell | 14.0 µm |
| Commonest Layout Cell | edfxtp_1 |
| Final Skew | 0.00771 ns |
| Via/cell ratio | 4.14 |
| Pint | 3.34 mW |
| Routed vias | approximately 1,600 |
| Root buffer cell | clkbuf_16 |
| Crit-path max FO | 16 |
| TritonCTS Buffers | 9 |
| Antenna Nets Post-Route | 0 |
| Die area | 13,300 µm² |
| Worst skew pair latency | 0.33 ns |
| Clock-pin slew on the worst setup and hold paths | 0.07 ns |
| Post-CTS Resized | 0 |
| Fin crit period | 1.91 ns |
| Overall routing resource usage | 9.09% |
| Cell type with the largest total area | edfxtp_1 |
| Status | finished, final reports clean |
| Largest net degree at the start of global routing | 20 |
| WP buf/inv | 2 |
==> Yosys cell counts, drive strengths merged <==
| cell type | n |
|---|---|
| nor2 | 6 |
| mux2 | 8 |
| mux4 | 16 |
| nand2 | 2 |
| dfxtp | 5 |
| nor3 | 2 |
| nor2b | 5 |
| buf | 4 |
| clkbuf | 1 |
| nand2b | 3 |
| edfxtp | 104 |
==> area by class of cell <==
type / instances / area share (%)
Tap cell: 172 / 4.57
Multi-Input combinational cell: 42 / 12.7
Clock buffer: 9 / 4.78
Clock inverter: 7 / 1.73
Sequential cell: 109 / 68.4
Timing Repair Buffer: 37 / 7.81
==> power groups by stage <==
stage     Clock [mW]  Combinational, mW  Sequential, mW
4_1_cts         1.64              0.167            2.37
5_1_grt         1.72              0.178            2.37
6_report        1.60              0.163            2.37
==> cells by family after synthesis <==
family | count (synthesis) | synth area share (%)
flip-flops | 109 | 83.4
buffers and inverters | 5 | 1.13
multiplexers | 24 | 13.1
AND/OR/NAND/NOR | 18 | 2.33
==> layer usage <==
metal	track usage [%]	up-vias	wire length, µm	share of wire (%)
met5	0	-	0	0
met4	1.30	0	68	1.3
met3	4.95	7	514	9.7
met2	14.6	70	2570	49
met1	11.6	742	2120	40
li1	-	738	-	-
==> through the flow <==
| step | TNS [ns] | hold slack (ns) | util (%) | setup slack (ns) |
|---|---|---|---|---|
| 2_1_floorplan | 0 | 0.400 | - | 0.477 |
| 3_3_place_gp | -0.231 | 0.402 | 35.0 | -0.0624 |
| 3_5_place_dp | -0.250 | 0.405 | 35.0 | -0.0767 |
| 4_1_cts | 0 | 0.416 | 37.5 | 0.278 |
| 5_1_grt | 0 | 0.424 | 37.5 | 0.278 |
| 6_report | 0 | 0.417 | 37.5 | 0.291 |
==> final timing paths <==
check | startpoint | slack (ns) | cells after the start | to
min | sram_out[3]$_DFFE_PP_ | 0.42 | 0 | shift_reg[0][3]$_DFFE_PP_
max | raddr_i[0] | 0.29 | 4 | sram_out[1]$_DFFE_PP_
min reg2reg | sram_out[3]$_DFFE_PP_ | 0.42 | 0 | shift_reg[0][3]$_DFFE_PP_
max reg2reg | sram[1][1]$_DFFE_PP_ | 0.77 | 2 | sram_out[1]$_DFFE_PP_
Power is estimated from default activity; no workload was simulated.
