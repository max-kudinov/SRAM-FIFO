<file path="./design.v">
module fifo_dualport #(
    parameter WIDTH = 8,
    parameter DEPTH = 8
) (
    input  logic             clk_i,
    input  logic             rst_i,
    input  logic             wr_en_i,
    input  logic             rd_en_i,
    input  logic [WIDTH-1:0] data_i,
    output logic [WIDTH-1:0] data_o,
    output logic             empty_o,
    output logic             full_o
);
    localparam W_PTR   = $clog2(DEPTH);
    localparam W_CNT   = $clog2(DEPTH + 1);
    localparam MAX_PTR = W_PTR'(DEPTH - 1);
    logic             push;
    logic             pop;
    logic [W_CNT-1:0] elem_cnt_next;
    logic [W_CNT-1:0] elem_cnt;
    logic             ren;
    logic             wen;
    logic [WIDTH-1:0] sram_out;
    logic [W_PTR-1:0] wr_ptr;
    logic [W_PTR-1:0] rd_ptr;
    logic             enable_bypass;
    logic             bypass_valid;
    logic [WIDTH-1:0] bypass_data;
    logic             almost_empty;
    assign ren = pop && !almost_empty;
    assign wen = push && !enable_bypass;
    sram_dualport #(
        .WIDTH ( WIDTH ),
        .DEPTH ( DEPTH )
    ) i_mem (
        .clk_i   ( clk_i        ),
        .wen_i   ( wen          ),
        .ren_i   ( ren          ),
        .waddr_i ( wr_ptr       ),
        .raddr_i ( rd_ptr       ),
        .data_i  ( data_i       ),
        .data_o  ( sram_out     )
    );
    assign enable_bypass = push && (empty_o || (almost_empty && pop));
    always_ff @(posedge clk_i) begin
        if (rst_i) begin
            bypass_valid <= 1'b0;
        end else if (enable_bypass) begin
            bypass_valid <= 1'b1;
        end else if (pop) begin
            bypass_valid <= 1'b0;
        end
    end
    always_ff @(posedge clk_i) begin
        if (enable_bypass) begin
            bypass_data <= data_i;
        end
    end
    assign push   = wr_en_i;
    assign pop    = rd_en_i;
    assign data_o = bypass_valid ? bypass_data : sram_out;
    always_ff @(posedge clk_i) begin
        if (rst_i) begin
            wr_ptr <= '0;
        end else if (push) begin
            wr_ptr <= (wr_ptr == MAX_PTR) ? '0 : wr_ptr + 1'b1;
        end
    end
    always_ff @(posedge clk_i) begin
        if (rst_i) begin
            rd_ptr <= W_PTR'(1);
        end else if (pop) begin
            rd_ptr <= (rd_ptr == MAX_PTR) ? '0 : rd_ptr + 1'b1;
        end
    end
    always_comb begin
        elem_cnt_next = elem_cnt;
        if (push && !pop) begin
            elem_cnt_next = elem_cnt + 1'b1;
        end else if (pop && !push) begin
            elem_cnt_next = elem_cnt - 1'b1;
        end
    end
    always_ff @(posedge clk_i) begin
        if (rst_i) begin
            elem_cnt <= '0;
        end else begin
            elem_cnt <= elem_cnt_next;
        end
    end
    always_ff @(posedge clk_i) begin
        if (rst_i) begin
            full_o       <= '0;
            empty_o      <= '1;
            almost_empty <= '0;
        end else begin
            full_o       <= elem_cnt_next == DEPTH;
            empty_o      <= elem_cnt_next == '0;
            almost_empty <= elem_cnt_next == W_CNT'(1);
        end
    end
endmodule
module sram_dualport #(
    parameter WIDTH  = 8,
    parameter DEPTH  = 8,
    parameter ADDR_W = $clog2(DEPTH)
) (
    input  logic              clk_i,
    input  logic              wen_i,
    input  logic              ren_i,
    input  logic [ADDR_W-1:0] waddr_i,
    input  logic [ADDR_W-1:0] raddr_i,
    input  logic [ WIDTH-1:0]  data_i,
    output logic [ WIDTH-1:0]  data_o
);
    logic [WIDTH-1:0] sram [DEPTH];
    always_ff @(posedge clk_i) begin
        if (wen_i) begin
            sram[waddr_i] <= data_i;
        end
    end
    always_ff @(posedge clk_i) begin
        if (ren_i) begin
            data_o <= sram[raddr_i];
        end
    end
endmodule
</file>
<file path="./config.mk">
export PLATFORM = sky130hd
export DESIGN_NAME = fifo_dualport
export DESIGN_NICKNAME = fifo_dualport
export VERILOG_FILES = /design/flow/design.v
export SDC_FILE = /design/flow/constraint.sdc
export NUM_CORES = 4
export LEC_CHECK = 1
export CORE_UTILIZATION = 30
</file>
<file path="./run.sh">
#!/bin/bash
# OpenROAD 26Q1-2900-gdf79404cd8, Yosys 0.63+post, stock flow scripts
make -C /OpenROAD-flow-scripts/flow DESIGN_CONFIG=/design/flow/config.mk WORK_HOME=/design/flow/orfs finish
</file>
<file path="./constraint.sdc">
current_design fifo_dualport

set clk_period 2.4
set clk_io_pct 0.2

create_clock -name clk0 -period $clk_period [get_ports {clk_i}]

set non_clock_inputs [all_inputs -no_clocks]
set_input_delay [expr $clk_period * $clk_io_pct] -clock clk0 $non_clock_inputs
set_output_delay [expr $clk_period * $clk_io_pct] -clock clk0 [all_outputs]
</file>
==> impl_metrics.json <==
{
  "outcome": "finished, final reports clean",
  "cts_setup_buffers": 0,
  "hp-class": "reg2reg",
  "ys.warnings.count": 2,
  "core_area_sq_um": 12200,
  "fp-utilization_pct": 31.0,
  "dp.final_hpwl_microns": 3880,
  "cp-end-kind": "output pin",
  "worstMarginPinSlew_ns": 0.639,
  "path_cells": "mux2_2 > clkdlybuf4s50_1",
  "hold_buffers": 0,
  "cts_sinks": 94,
  "finalSetupViolCount": 0,
  "gp_congestion": 0.778,
  "synth_seq_share_pct": 71.1,
  "cts_root_buf": "clkbuf_16",
  "async_flop_share_pct": 0,
  "ys_area_sq_um": 3770,
  "fin_skew_ns": 0.00622,
  "wl_per_cell_microns": 14.8,
  "layout.cells.most_common": "edfxtp_1",
  "crit_start": "bypass_valid",
  "grt_pass1_wl_microns": 9800,
  "ant_nets": 0,
  "crit_path_max_fanout": 9,
  "reg2reg_depth": 3,
  "grt_max_degree": 20,
  "wl_met1_microns": 2770,
  "min_period_ns": 2.17,
  "worst_ep_required_time_ns": 1.92,
  "top_area_share_pct": 63.6,
  "r2r_start": "rd_ptr[0]",
  "syn_to_final_growth_pct": 20.2,
  "drv_cap": 0,
  "fmax_ghz": 0.460,
  "drt-pass1-iter-count": 4,
  "crit_path_start_kind": "register",
  "cts_tree": "yes",
  "critPathSlowestCell": "dfxtp_1",
  "die_h_microns": 114,
  "fin_util_pct": 37.3,
  "max_stage_delay_ns": 0.56,
  "chip_area_sq_um": 13000,
  "final-comb-area_sq_um": 1010,
  "worstSetupPathType": "reg2out",
  "hold_ws_ns": 0.540,
  "postLayoutCellArea_sq_um": 4540,
  "warning_count": 26,
  "route.vias.total": 1840,
  "die-width_microns": 114,
  "port_buffers": 21,
  "grt-ovfl-total": 0,
  "cts-buffers-inserted": 9,
  "dr.max_layer_used": "met4",
  "cts_resized": 0,
  "yosysTopAreaCell": "edfxtp_1",
  "synth_area_sq_um": 3770,
  "grt_usage_pct": 10.4,
  "hold_viol_final": 0,
  "rows": 40,
  "ys_ff": 94,
  "htreeDepth": 3,
  "slew_violations": 0,
  "hp-start": "rd_ptr[1]",
  "ir_worst_vdd_v": 0.000338,
  "clk_pin_slew_ns": 0.06,
  "edf_count": 80,
  "lay_top_cells": "edfxtp_1 (80), clkdlybuf4s50_1 (21), nor2_1 (15)",
  "rsz0062_at_grt": "false",
  "ys_cells": 201,
  "synthFlopType": "edfxtp_1",
  "crit_arrival_ns": 1.69,
  "p_leak_nw": 1.56,
  "wl_met3_microns": 495,
  "slew_headroom_pct": 57.3,
  "syn_inst": 201,
  "met2_length_microns": 2670,
  "wl_microns": 6090,
  "avgSynthCellArea_sq_um": 18.8,
  "avgViaCountPerCell": 4.48,
  "ioPinCount": 22,
  "clock_path_buffers": 2,
  "pwr_density_cell_nw_per_um2": 803,
  "grt_pass1_vias": 1815,
  "seq_area_sq_um": 2680,
  "fin_tns_setup_ns": 0,
  "synth_cell_types": 30,
  "topCellsByArea": "edfxtp_1 (64%), dfxtp_1 (7.4%), mux4_1 (5.6%)",
  "antenna_found_initial": 0,
  "clk_latency_ns": 0.34,
  "num-fill-cells": 1075,
  "remaining_drc_errors": 0,
  "hold_depth": 2,
  "drtIter0Drc": 123,
  "period_used_pct": 90.6,
  "antenna_cells": 0,
  "postPlaceCellArea_sq_um": 4240,
  "drive_gt1_share_pct": 22.2
}
## layout make-up
type	count	area share, %
Inverter	5	0.414
Sequential cell	94	59.1
Timing Repair Buffer	35	6.95
Clock inverter	7	1.60
Multi-Input combinational cell	93	22.3
Tap cell	168	4.63
Clock buffer	9	4.96
## state kept, by name, summed over array words and instances (netlist names)
name	count
i_mem.data_o	8
full_o	1
empty_o	1
bypass_data	8
elem_cnt	4
wr_ptr	3
almost_empty	1
i_mem.sram	64
rd_ptr	3
bypass_valid	1
## cells by family after synthesis
kind of cell | Yosys count | share of synthesized area (%)
flops | 94 | 71.1
mux | 38 | 17.5
simple gates | 35 | 4.74
buf+inv | 14 | 2.12
compound gates | 10 | 1.62
fa+ha+maj | 6 | 1.99
xor+xnor | 4 | 0.928
## where the power goes
part           total (mW)  internal (mW)  switching (mW)
Clock                1.40          0.812           0.589
Sequential           1.89           1.85          0.0384
Combinational       0.352          0.204           0.148
Total                3.64           2.87           0.776
## per-stage QoR
stage	power (mW)	worst slack [ns]	std cells
floorplan	2.14	0.405	201
global placement	2.28	0.299	395
detailed placement	2.28	0.283	395
CTS	3.68	0.162	411
global route	3.77	0.0987	411
finish	3.64	0.225	411
## routing by layer
| metal | GRT usage, % | vias to the layer above |
|---|---|---|
| met5 | 0 | - |
| met2 | 15.0 | 66 |
| met4 | 2.08 | 0 |
| met1 | 15.2 | 890 |
| li1 | - | 873 |
| met3 | 5.12 | 11 |
## synthesized netlist by cell type (all sizes together), types with 2 or more instances
cell type,n
edfxtp,80
clkbuf,4
nand3,2
o31ai,2
nand3b,4
xnor2,3
ha,6
a21oi,6
nand2,3
nor3,3
buf,5
nor2,15
nand2b,3
dfxtp,14
mux2,17
mux2i,5
mux4,16
inv,5
## worst paths after layout
kind	to	slack [ns]
setup reg to reg	i_mem.data_o[3]	0.60
setup / recovery	data_o[7]	0.23
hold / removal	rd_ptr[1]	0.54
hold reg to reg	rd_ptr[1]	0.54
## worst max-delay path: cells and delay by family, from the launching register on
kind	cells	cell delay [ns]
multiplexers	1	0.38
buffers and inverters	1	0.42
flip-flops	1	0.56
Power figures rest on the tool's default switching activity, not on a simulated workload.
