<file path="design/flow/run.sh">
#!/bin/bash
# OpenROAD 26Q1-2900-gdf79404cd8, Yosys 0.63+post, stock flow scripts
make -C /OpenROAD-flow-scripts/flow DESIGN_CONFIG=/design/flow/config.mk WORK_HOME=/design/flow/orfs finish
</file>
<file path="design/flow/config.mk">
export PLATFORM = sky130hd
export DESIGN_NAME = fifo_singleport
export DESIGN_NICKNAME = fifo_singleport
export VERILOG_FILES = /design/flow/design.v
export SDC_FILE = /design/flow/constraint.sdc
export NUM_CORES = 4
export LEC_CHECK = 1
export CORE_UTILIZATION = 40
</file>
<file path="design/flow/constraint.sdc">
current_design fifo_singleport

set clk_period 4.9
set clk_io_pct 0.2

create_clock -name clk0 -period $clk_period [get_ports {clk_i}]

set non_clock_inputs [all_inputs -no_clocks]
set_input_delay [expr $clk_period * $clk_io_pct] -clock clk0 $non_clock_inputs
set_output_delay [expr $clk_period * $clk_io_pct] -clock clk0 [all_outputs]
</file>
<file path="design/flow/design.v">
module fifo_dff #(
    parameter WIDTH = 8,
    parameter DEPTH = 8
) (
    input  logic             clk_i,
    input  logic             rst_i,
    input  logic             wr_en_i,
    input  logic             rd_en_i,
    input  logic [WIDTH-1:0] data_i,
    output logic [WIDTH-1:0] data_o,
    output logic             empty_o,
    output logic             full_o,
    output logic             almost_full_o
);
    localparam W_CNT   = $clog2(DEPTH + 1);
    localparam W_PTR   = $clog2(DEPTH);
    localparam MAX_PTR = W_PTR'(DEPTH - 1);
    logic             push;
    logic             pop;
    logic [W_CNT-1:0] cnt;
    logic [W_CNT-1:0] cnt_next;
    logic [W_PTR-1:0] wr_ptr;
    logic [W_PTR-1:0] rd_ptr;
    logic [WIDTH-1:0] mem [DEPTH];
    assign push   = wr_en_i;
    assign pop    = rd_en_i;
    assign data_o = mem[rd_ptr];
    always_ff @(posedge clk_i) begin
        if (push) begin
            mem[wr_ptr] <= data_i;
        end
    end
    always_comb begin
        cnt_next = cnt;
        if (push && !pop) begin
            cnt_next = cnt + 1'b1;
        end else if (pop && !push) begin
            cnt_next = cnt - 1'b1;
        end
    end
    always_ff @(posedge clk_i) begin
        if (rst_i) begin
            cnt <= '0;
        end else begin
            cnt <= cnt_next;
        end
    end
    always_ff @(posedge clk_i) begin
        if (rst_i) begin
            empty_o       <= '1;
            full_o        <= '0;
            almost_full_o <= '0;
        end else begin
            empty_o       <= cnt_next == '0;
            full_o        <= cnt_next == DEPTH;
            almost_full_o <= cnt_next == DEPTH - 1;
        end
    end
    always_ff @(posedge clk_i) begin
        if (rst_i) begin
            wr_ptr     <= W_PTR'(0);
        end else if (push) begin
            if (wr_ptr == MAX_PTR) begin
                wr_ptr <= W_PTR'(0);
            end else begin
                wr_ptr <= wr_ptr + 1'b1;
            end
        end
    end
    always_ff @(posedge clk_i) begin
        if (rst_i) begin
            rd_ptr     <= W_PTR'(0);
        end else if (pop) begin
            if (rd_ptr == MAX_PTR) begin
                rd_ptr <= W_PTR'(0);
            end else begin
                rd_ptr <= rd_ptr + 1'b1;
            end
        end
    end
endmodule
module fifo_singleport #(
    parameter WIDTH  = 8,
    parameter DEPTH  = 8
) (
    input  logic             clk_i,
    input  logic             rst_i,
    input  logic             wr_en_i,
    input  logic             rd_en_i,
    input  logic [WIDTH-1:0] data_i,
    output logic [WIDTH-1:0] data_o,
    output logic             empty_o,
    output logic             full_o
);
    localparam N_BANKS    = 2;
    localparam BUF_DEPTH  = 2;
    localparam CNT_MAX    = DEPTH;
    localparam CNT_W      = $clog2(CNT_MAX + 1);
    localparam BANK_DEPTH = DEPTH / 2;
    localparam PTR_W      = $clog2(BANK_DEPTH);
    localparam PTR_MAX    = PTR_W'(BANK_DEPTH - 1);
    localparam BANK_CNT_W = $clog2(BANK_DEPTH + 1);
    logic                  push;
    logic                  pop;
    logic [  PTR_W-1:0]    wr_ptr        [N_BANKS];
    logic [  PTR_W-1:0]    rd_ptr        [N_BANKS];
    logic [  PTR_W-1:0]    addr          [N_BANKS];
    logic [N_BANKS-1:0]    wen;
    logic [N_BANKS-1:0]    ren;
    logic [  WIDTH-1:0]    sram_out      [N_BANKS];
    logic [N_BANKS-1:0]    sram_out_vld;
    logic [N_BANKS-1:0]    bypass;
    logic [N_BANKS-1:0]    sram_empty;
    logic [  WIDTH-1:0]    buf_in        [N_BANKS];
    logic [  WIDTH-1:0]    buf_out       [N_BANKS];
    logic [N_BANKS-1:0]    buf_wr_en;
    logic [N_BANKS-1:0]    buf_rd_en;
    logic [N_BANKS-1:0]    buf_full;
    logic [N_BANKS-1:0]    buf_almost_full;
    logic                  wr_bank_select;
    logic                  rd_bank_select;
    logic                  wr_selected;
    logic                  rd_selected;
    logic                  buf_ready;
    logic [N_BANKS-1:0]    direct_write;
    logic [     CNT_W-1:0] elem_cnt;
    logic [     CNT_W-1:0] elem_cnt_next;
    logic [BANK_CNT_W-1:0] bank_cnt      [N_BANKS];
    logic [BANK_CNT_W-1:0] bank_cnt_next [N_BANKS];
    generate
        for (genvar i = 0; i < 2; i++) begin : sram_and_buf_gen
            sram_singleport #(
                .WIDTH ( WIDTH      ),
                .DEPTH ( BANK_DEPTH )
            ) i_bank (
                .clk_i  ( clk_i         ),
                .wen_i  ( wen       [i] ),
                .ren_i  ( ren       [i] ),
                .addr_i ( addr      [i] ),
                .data_i ( data_i        ),
                .data_o ( sram_out  [i] )
            );
            fifo_dff #(
                .WIDTH ( WIDTH     ),
                .DEPTH ( BUF_DEPTH )
            ) i_buf (
                .clk_i         ( clk_i                ),
                .rst_i         ( rst_i                ),
                .wr_en_i       ( buf_wr_en        [i] ),
                .rd_en_i       ( buf_rd_en        [i] ),
                .data_i        ( buf_in           [i] ),
                .data_o        ( buf_out          [i] ),
                .full_o        ( buf_full         [i] ),
                .almost_full_o ( buf_almost_full  [i] ),
                .empty_o       (                      )
            );
        end
    endgenerate
    always_comb begin
        for (int i = 0; i < 2; i++) begin
            wr_selected      = wr_bank_select == 1'(i);
            rd_selected      = rd_bank_select == 1'(i);
            buf_ready        = !buf_full[i] && !(sram_out_vld[i] && buf_almost_full[i]);
            bypass       [i] = sram_empty[i] && buf_ready;
            direct_write [i] = bypass[i] && push && wr_selected;
            wen          [i] = push && !bypass[i] && wr_selected;
            ren          [i] = !sram_empty[i] && buf_ready && !(push && wr_selected);
            addr         [i] = wen[i] ? wr_ptr[i] : rd_ptr[i];
            buf_wr_en    [i] = direct_write[i] || sram_out_vld[i];
            buf_rd_en    [i] = pop && rd_selected;
            buf_in       [i] = bypass[i] ? data_i : sram_out[i];
        end
        data_o = rd_bank_select ? buf_out[1] : buf_out[0];
    end
    always_ff @(posedge clk_i) begin
        if (rst_i) begin
            wr_bank_select <= 1'b0;
            rd_bank_select <= 1'b0;
        end else begin
            if (push) wr_bank_select <= !wr_bank_select;
            if (pop ) rd_bank_select <= !rd_bank_select;
        end
    end
    always_comb begin
        for (int i = 0; i < 2; i++) begin
            bank_cnt_next[i] = bank_cnt[i];
            if (wen[i] && !ren[i]) begin
                bank_cnt_next[i] = bank_cnt[i] + 1'b1;
            end else if (ren[i] && !wen[i]) begin
                bank_cnt_next[i] = bank_cnt[i] - 1'b1;
            end
        end
    end
    always_ff @(posedge clk_i) begin
        for (int i = 0; i < 2; i++) begin
            if (rst_i) begin
                bank_cnt[i] <= '0;
            end else begin
                bank_cnt[i] <= bank_cnt_next[i];
            end
        end
    end
    always_ff @(posedge clk_i) begin
        for (int i = 0; i < 2; i++) begin
            if (rst_i) begin
                sram_empty[i] <= '1;
            end else begin
                sram_empty[i] <= bank_cnt_next[i] == '0;
            end
        end
    end
    always_ff @(posedge clk_i) begin
        for (int i = 0; i < 2; i++) begin
            if (rst_i) begin
                sram_out_vld[i] <= 1'b0;
            end else begin
                sram_out_vld[i] <= ren[i];
            end
        end
    end
    assign push = wr_en_i;
    assign pop  = rd_en_i;
    always_ff @(posedge clk_i) begin
        for (int i = 0; i < 2; i++) begin
            if (rst_i) begin
                wr_ptr[i] <= PTR_W'(0);
            end else if (wen[i]) begin
                if (wr_ptr[i] == PTR_MAX) begin
                    wr_ptr[i] <= PTR_W'(0);
                end else begin
                    wr_ptr[i] <= wr_ptr[i] + 1'b1;
                end
            end
        end
    end
    always_ff @(posedge clk_i) begin
        for (int i = 0; i < 2; i++) begin
            if (rst_i) begin
                rd_ptr[i] <= PTR_W'(0);
            end else if (ren[i]) begin
                if (rd_ptr[i] == PTR_MAX) begin
                    rd_ptr[i] <= PTR_W'(0);
                end else begin
                    rd_ptr[i] <= rd_ptr[i] + 1'b1;
                end
            end
        end
    end
    always_comb begin
        elem_cnt_next = elem_cnt;
        if (push && !pop) begin
            elem_cnt_next = elem_cnt + 1'b1;
        end else if (pop && !push) begin
            elem_cnt_next = elem_cnt - 1'b1;
        end
    end
    always_ff @(posedge clk_i) begin
        if (rst_i) begin
            elem_cnt <= '0;
        end else begin
            elem_cnt <= elem_cnt_next;
        end
    end
    always_ff @(posedge clk_i) begin
        if (rst_i) begin
            empty_o <= '1;
            full_o  <= '0;
        end else begin
            empty_o <= elem_cnt_next == '0;
            full_o  <= elem_cnt_next == DEPTH;
        end
    end
endmodule
module sram_singleport #(
    parameter WIDTH  = 8,
    parameter DEPTH  = 8,
    parameter ADDR_W = $clog2(DEPTH)
) (
    input  logic              clk_i,
    input  logic              wen_i,
    input  logic              ren_i,
    input  logic [ADDR_W-1:0] addr_i,
    input  logic [ WIDTH-1:0] data_i,
    output logic [ WIDTH-1:0] data_o
);
    logic [WIDTH-1:0] sram [DEPTH];
    always_ff @(posedge clk_i) begin
        if (wen_i) begin
            sram[addr_i] <= data_i;
        end else if (ren_i) begin
            data_o       <= sram[addr_i];
        end
    end
endmodule
</file>
==> flow_summary.json <==
{
  "seq_area_sq_mm": 0.00416,
  "synth_area_sq_mm": 0.00630,
  "relSlewSlack": 0.486,
  "syn_inst": 487,
  "synth-edff-count": 112,
  "chipArea_sq_mm": 0.0163,
  "place_congestion": 0.788,
  "synthToLayoutAreaGrowth_pct": 16.2,
  "hold_slack_ps": 506,
  "fin_skew_ps": 6.73,
  "cts.repair.resized": 0,
  "dp_hpwl_um": 6940,
  "yosys.area.top_type": "edfxtp_1",
  "topCellsByArea": "edfxtp_1 (53%), dfxtp_1 (13%), nand2_1 (4.1%), mux2_2 (3.4%), a21oi_1 (3.3%)",
  "path_max_fanout": 16,
  "dp_slack_ps": 1390,
  "clock_path_buffers": 2,
  "reg2reg_slack_ps": 2600,
  "htree_levels": 4,
  "root_buffer": "clkbuf_16",
  "grt_usage": 0.142,
  "met2_usage": 0.210,
  "use_met1": 0.220,
  "hp-class": "reg -> reg",
  "ys_cells": 487,
  "fp_util": 0.411,
  "cts-buffers-inserted": 17,
  "postSynth.asyncResetShare": 0,
  "grt_pass1_wl_um": 17100,
  "ys_warn_count": 17,
  "drive_gt1_frac": 0.131,
  "yosysTopAreaCellShare": 0.534,
  "setup_viol": 0,
  "vias": 3605,
  "mostFrequentLayoutCells": "edfxtp_1 (112), nand2_1 (69), a21oi_1 (42)",
  "met3_usage": 0.0533,
  "final-comb-area_sq_mm": 0.00200,
  "antenna_found_initial": 0,
  "synthDistinctLibCells": 54,
  "ant_nets": 0,
  "power.leakage_nw": 2.50,
  "end_kind": "flop",
  "grt-busiest-layer": "met1",
  "ys_ff": 152,
  "vdd_drop_max_mv": 0.249,
  "worst_setup_path_start_kind": "input pin",
  "maxSlewViolCount": 0,
  "clk_latency_ps": 410,
  "vias_per_cell": 4.90,
  "drt-initial-drc-count": 155,
  "tns_ps": 0,
  "dr.pass1.iters": 4,
  "io_pins": 22,
  "avgSynthCellArea_sq_um": 12.9,
  "post_cts_buffers": 0,
  "layout_top_cell": "edfxtp_1",
  "core_sq_mm": 0.0153,
  "die_w_um": 128,
  "fin_ws_ps": 1780,
  "p_total_mw": 4.12,
  "grt_setup_unrepaired": "no",
  "fp.dieH_um": 128,
  "grt_pass1_vias": 3470,
  "warnings": 28,
  "grt_start_max_net_pins": 40,
  "fin_crit_ps": 3120,
  "wl_per_cell_um": 13.8,
  "clkTransAtPathRegs_ps": 60,
  "final_area_sq_mm": 0.00732,
  "arrival_ps": 3230,
  "io_buffers": 21,
  "grt-ovfl-total": 0,
  "routed_wl_um": 10100,
  "synth_seq_share": 0.661,
  "n_fill_cell": 1282,
  "cts_hold_buf": 0,
  "cts.sinks": 152,
  "tightest_slew_ps": 756,
  "dpl_cell_area_sq_mm": 0.00672,
  "period_used_share": 0.637,
  "powerDensity_mw_per_mm2": 563,
  "cts_tree": "yes",
  "drc": 0,
  "ys.flop_type": "edfxtp_1",
  "row_count": 45,
  "fmax_mhz": 321,
  "drv_cap": 0,
  "cp.required_ps": 5010,
  "finalHoldViolCount": 0,
  "synth-area-yosys_sq_mm": 0.00630,
  "diodes": 0,
  "status": "finished, final reports clean",
  "crit_type": "in -> reg"
}
-- where the power goes --
part           internal [mW]  switching, mW
combinational          0.436          0.530
sequential              1.72          0.123
clock                  0.808          0.504
total                   2.96           1.16
-- layer usage --
layer,up-vias,part of all wire
met5,-,0
met4,0,0.011
met3,9,0.058
met2,72,0.44
met1,1675,0.49
li1,1849,-
-- worst max-delay path, cell delays in order --
cell and delay [ps]:
clkdlybuf4s50_1 690, nand2b_1 280, a21o_1 360, mux2i_2 720, a32oi_1 200
-- Yosys cell counts, types with 3 or more instances --
master and number:
inv_1 7, a211oi_1 13, nand3b_1 3, nor2b_1 20
clkbuf_1 9, buf_2 7, and3b_1 3, edfxtp_1 112
dfxtp_1 40, ha_1 10, a21oi_2 3, nand2_1 69
and2_1 4, a32oi_1 16, mux2_2 19, a21o_1 3
nand3_1 4, xor2_1 4, a21oi_1 42, mux2i_1 9
nor3_1 10, nor3b_1 5, xnor2_1 9, o21ai_0 4
nor2_1 26
-- cell type report --
cell class,instances,share of cell area
inverter,10,0.00581
clock inverter,13,0.0231
sequential,152,0.569
clock buffer,19,0.0591
multi-input combinational,305,0.273
tap,211,0.0361
timing repair buffer,26,0.0338
-- per-stage QoR --
stage | util | cells
2_1_floorplan | - | 487
3_3_place_gp | 0.439 | 704
3_5_place_dp | 0.439 | 704
4_1_cts | 0.478 | 736
5_1_grt | 0.478 | 736
6_report | 0.478 | 736
-- flip-flops by register name (all words and copies together), names as in the netlist, 4 cells and up, named ones only --
name / count
elem_cnt: 4
wr_ptr: 4
rd_ptr: 4
sram_and_buf_gen.i_bank.data_o: 16
sram_and_buf_gen.i_buf.cnt: 4
sram_and_buf_gen.i_bank.sram: 64
bank_cnt: 6
sram_and_buf_gen.i_buf.mem: 32
-- worst paths after layout --
kind	startpoint	endpoint	cells past startpoint
worst min register to register	rd_ptr[0][1]	rd_ptr[0][1]	2
worst min-delay path	rd_ptr[0][1]	rd_ptr[0][1]	2
worst max-delay path	wr_en_i	sram_and_buf_gen[0].i_bank.data_o[5]	5
worst max register to register	sram_empty[0]	sram_and_buf_gen[0].i_bank.data_o[5]	4
-- logic make-up (layout without fill, tap and decap cells) --
| kind of cell | Yosys count | count (layout) | synth area share |
|---|---|---|---|
| buffers and inverters | 30 | 68 | 0.0218 |
| AOI/OAI and AO/OA | 92 | 92 | 0.0977 |
| muxes | 32 | 32 | 0.0588 |
| xor gates and xnor gates | 13 | 13 | 0.0181 |
| adders and majority gates | 10 | 10 | 0.0199 |
| and+or+nand+nor | 158 | 158 | 0.123 |
| DFF | 152 | 152 | 0.661 |
Power figures rest on the tool's default switching activity, not on a simulated workload.
